===== ./design.v =====
module clk_enable(input clk,
output reg clk_enable=0, 
output reg [7:0]cam_data=8'b01100000);  
  parameter maxCount = 99999999;  
  parameter N = 27;  
	 reg [N-1:0]cnt = 0;
	 always @(posedge clk)
		begin
		   if(cnt == maxCount) 
			begin
				cnt <= 0;
              clk_enable=~clk_enable;
			end
			else
			begin
				cnt <= cnt + 1'b1;
			end			
		end		
endmodule 

===== ./run.sh =====
#!/bin/bash
# OpenROAD 26Q1-2900-gdf79404cd8, Yosys 0.63+post, stock flow scripts
make -C /OpenROAD-flow-scripts/flow DESIGN_CONFIG=/design/flow/config.mk WORK_HOME=/design/flow/orfs finish

===== ./config.mk =====
export PLATFORM = sky130hd
export DESIGN_NAME = clk_enable
export DESIGN_NICKNAME = clk_enable
export VERILOG_FILES = /design/flow/design.v
export SDC_FILE = /design/flow/constraint.sdc
export NUM_CORES = 4
export LEC_CHECK = 1
export CORE_AREA = 10 10 101 101
export DIE_AREA = 0 0 111 111

===== ./constraint.sdc =====
current_design clk_enable

set clk_period 3.8
set clk_io_pct 0.2

create_clock -name clk0 -period $clk_period [get_ports {clk}]

set non_clock_inputs [all_inputs -no_clocks]
set_input_delay [expr $clk_period * $clk_io_pct] -clock clk0 $non_clock_inputs
set_output_delay [expr $clk_period * $clk_io_pct] -clock clk0 [all_outputs]

==> results.txt <==
The synthesis and place-and-route flow finished, so here is a summary.

The run finished with clean final reports. The area overhead of the layout relative to synthesis came out at 12.4%. The required time at the endpoint of the critical path came out at ~4.0 ns. Per the timing report, the biggest fanout along the worst path comes to 10. The wire length the detailed router placed on met1 is around 1.3 mm. The maximum count of clock buffers along a single path came out at 2.

After detailed placement, the design holds a cell count of about 250. The sum of overflow across all layers after global routing came out at 0. The initial antenna violation count is 0. The placer congestion estimate came out at 0.781. For reference, the critical path cell chain is nand4_2 > or4_1 > or4_1 > a21oi_1. The count of nets left with antenna violations after detail routing came out at 0. Dividing the detail-routed via count by the number of cells gives slightly below 4. The count of input and output buffers is 1. The kind of end point of the critical path is a register.

The worst slew margin relative to its limit is slightly below 50%. For this run, the detailed router's first-pass iteration total came to 4. The path class of the lowest-slack min-delay path is register to register. Synthesis produced a netlist whose cell count is ~150. The pre-placement core utilization is 16.1%. The total half-perimeter wirelength after legalization and detailed placement is ~1.7 mm.

The max-capacitance violation count came out at 0. The slowest cell on the critical path is or4_1. The synthesized netlist has a Yosys-reported chip area of 1310 sq um. For this run, the final setup violation count is recorded as 0.

The worst-skew pair later-pin latency is around 0.27 ns. The routed design shows a wire length per standard cell of 9.21 um. Setup repair after global routing left no endpoint under its margin. The combined area of all synthesized cells is 1310 sq um.

Global routing consumed, over all layers together, under 10% of the routing resources. The number of distinct standard cells referenced by the synthesized netlist came out at 31. The dominant register cell in the synthesized netlist is dfxtp_1.

The number of warnings in the stage logs came out at 25. The count of library flops with an enable pin is 1. The mean area per synthesized cell is just under 9 sq um. The width of the die came out at ~110 um.

The biggest area contributor in the post-synthesis netlist is dfxtp_1. The peak per-stage delay on the critical path came out at 0.73 ns. The clock root buffer is clkbuf_8. The wire length of the first global-routing pass came out at roughly 4.3 mm. In this run, synthesis produced a sequential element count of 28. The number of setup buffers added after CTS came out at 0. The count of warnings emitted by yosys is 1. The final core utilization is 18.1%.

The clock skew after layout came out at roughly 0.00098 ns. The final hold violation count recorded for this run is 0. The main area contributors are dfxtp_1 (41%), xnor2_1 (6.0%), buf_4 (4.6%). The highest metal layer carrying signal wires in the routed design is met4.

After synthesis, the share of flip-flops with an asynchronous set or reset is 0%. The power report puts the leakage power at about 0.55 nW. The proportion of synthesized chip area in sequential cells came out at between 40% and 50%. For this block, the routed nets add up to 2.34 mm of wire.

TritonCTS built the clock tree. The post-route netlist has under 10% of its cells at a drive strength greater than 1. The I/O pin total is 10. In this run the core area contains 33 standard-cell rows. The number of DRC markers after the initial detailed-route iteration came out at roughly 40. Entering global routing, the biggest net connects 16 pins. The via count of the first global-routing pass came out at about 960.

The area of the core is 8130 sq um. The final timing report lists a max-slew violation count of 0. For the final routed database, the setup TNS stands at 0 ns. The DRC violation count after routing came out at 0. The via total after detailed routing is about 1,000.

The final critical delay including setup and external delays came out at approximately 2.1 ns. The cell area power density came out at about 320 nW/um^2. The element type at the critical path start is a register.

The final antenna diode tally reported by the flow is 0. The number of levels the H-tree was split into is 1. The critical path is of the register to register type.

The sum of met2 wire segment lengths after detailed routing came out at approximately 980 um. The report lists the number of cells resized after CTS as 0. The pin closest to its max-slew limit shows a slew of about 0.75 ns. In this run, post-CTS hold repair placed 0 buffers.

The non-filler instance count after layout is about 250. The worst-case vdd ir drop is about 0.12 mV. After layout, the design draws a total of roughly 0.47 mW.

The top-area cell type share of the netlist area is 41.2%. The top achievable clock speed came out at around 470 MHz. Among the stages of the critical path, the cell type that occurs most often is or4_1. The overall die area came out at approximately 12,000 sq um. The cell count in the Yosys report is between 100 and 150.

The detailed router reports a met3 wire length of between 70 and 80 um. The die span in y is 111 um. According to the CTS report, the clock sink count is 28. The share of the clock period used by the worst path came out at a little under three fifths. The data arrival time of the critical path came out at 2.34 ns.

On the reported timing paths, the clock transition at the registers reads ~0.090 ns. On the final layout, the worst hold slack is ~0.49 ns. The number of buffers inserted during clock tree synthesis came out at 3.
state kept, by name, summed over array words and instances, names as in the netlist:
| name | count |
|---|---|
| clk_enable | 1 |
| cnt | 27 |
area by class of cell:
type                            count  area (sq um)
Multi-Input combinational cell    113           692
Clock buffer                        4          55.1
Inverter                            2          7.51
Fill cell                         884          6660
Sequential cell                    28           571
Timing Repair Buffer                2          17.5
Tap cell                          105           131
per-stage QoR:
step                      setup slack, ns  area [sq um]
after global placement               1.70          1420
after floorplan                      1.74          1330
after CTS                            1.69          1470
after detailed placement             1.72          1420
final                                1.67          1470
after global routing                 1.51          1470
per-layer routing:
layer / up-vias / GRT usage (%)
met5: - / 0
met4: 0 / 0.347
li1: 529 / -
met2: 17 / 5.74
met3: 2 / 0.930
met1: 460 / 5.74
report_power, final:
group | leakage (nW) | internal (mW) | total [mW] | switching, mW
Combinational | 0.296 | 0 | 0.000391 | 0.000391
Clock | 0.0288 | 0.0926 | 0.179 | 0.0863
Sequential | 0.229 | 0.295 | 0.295 | 0
Total | 0.554 | 0.387 | 0.474 | 0.0867
worst max-delay path: cells and delay by family, from the launching register on:
| family | cells | cell delay, ns |
|---|---|---|
| compound gates | 1 | 0.15 |
| flops | 1 | 0.43 |
| simple gates | 3 | 1.49 |
final timing paths:
path                   endpoint         startpoint  slack (ns)  depth (start not counted)
max          cnt[24]$_SDFF_PN0_  cnt[4]$_SDFF_PN0_        1.67                          4
min           cnt[0]$_SDFF_PN0_  cnt[0]$_SDFF_PN0_        0.49                          1
max reg2reg  cnt[24]$_SDFF_PN0_  cnt[4]$_SDFF_PN0_        1.67                          4
min reg2reg   cnt[0]$_SDFF_PN0_  cnt[0]$_SDFF_PN0_        0.49                          1
placed cells by master (no fill, tap or decap), types with 6 or more instances in the layout:
master	count
dfxtp_1	27
nand2_1	13
nand3_1	11
a21oi_1	10
xnor2_1	9
conb_1	8
nor2_1	7
or4_1	6
cells in the mapped netlist, drive strengths merged, types with 2 or more instances:
| cell type | number |
|---|---|
| a21oi | 10 |
| and3 | 4 |
| and4 | 5 |
| buf | 10 |
| conb | 2 |
| dfxtp | 27 |
| inv | 2 |
| nand2 | 13 |
| nand3 | 11 |
| nand4 | 6 |
| nor2 | 7 |
| nor3 | 3 |
| nor4 | 3 |
| o21ai | 4 |
| o31ai | 5 |
| or3 | 5 |
| or4 | 6 |
| xnor2 | 9 |
| xor2 | 5 |
cell families after synthesis:
| kind of cell | Yosys count | share of synthesized area, % |
|---|---|---|
| AND-OR/OR-AND | 22 | 10.0 |
| XOR/XNOR | 14 | 9.35 |
| adder cells (fa/ha/maj) | 1 | 0.954 |
| buffers and inverters | 12 | 5.92 |
| flip-flops | 28 | 43.5 |
| other | 2 | 0.573 |
| AND/OR/NAND/NOR | 68 | 29.7 |
Power figures rest on the tool's default switching activity, not on a simulated workload.
